==> flow/design.v <==
module SevenSegDecoder(e, m);
    input [3:0] e;
    output [6:0] m;
	 assign a = e[0];
	 assign b = e[1];
	 assign c = e[2];
	 assign d = e[3];
    assign m[0] = ~((~a | b | c | d) & (a | b | ~c | d) & (~a | ~b | c | ~d) & (~a | b | ~c | ~d));
    assign m[1] = ~((~a | ~b | ~d) & (a | ~b | ~c) & (a | ~c | ~d) & (~a | b | ~c | d));
    assign m[2] = ~(( ~b | ~c | ~d) & (a | ~c | ~d) & (a | ~b | c | d)) ;
    assign m[3] = ~((~a | ~b | ~c) & (~a | b |c) & (a | b| ~c | d)& (a | ~b |c|~d)) ;
    assign m[4] = ~((~a | d) & (~a | b | c) & (b | ~c | d)) ;
    assign m[5] = ~((~a | c | d) & (~b | c | d) & (~a | ~b | d) & (~a | b | ~c | ~d)) ;
    assign m[6] = ~((b | c | d) & (~a | ~b | ~c | d) & (a | b | ~c | ~d)) ;
endmodule
==> flow/run.sh <==
#!/bin/bash
# OpenROAD 26Q1-2900-gdf79404cd8, Yosys 0.63+post, stock flow scripts
make -C /OpenROAD-flow-scripts/flow DESIGN_CONFIG=/design/flow/config.mk WORK_HOME=/design/flow/orfs finish
==> flow/config.mk <==
export PLATFORM = sky130hd
export DESIGN_NAME = SevenSegDecoder
export DESIGN_NICKNAME = SevenSegDecoder
export VERILOG_FILES = /design/flow/design.v
export SDC_FILE = /design/flow/constraint.sdc
export NUM_CORES = 4
export LEC_CHECK = 1
export CORE_AREA = 10 10 70 70
export DIE_AREA = 0 0 80 80
==> flow/constraint.sdc <==
current_design SevenSegDecoder

set clk_period 1.8
set clk_io_pct 0.2

create_clock -name clk0 -period $clk_period

set non_clock_inputs [all_inputs -no_clocks]
set_input_delay [expr $clk_period * $clk_io_pct] -clock clk0 $non_clock_inputs
set_output_delay [expr $clk_period * $clk_io_pct] -clock clk0 [all_outputs]
==> impl_metrics.yaml <==
# physical design summary
outcome:
  status: "finished clean"
synthesis:
  avgSynthCellArea_um2: 6.62
  synth_cell_types: 23
  ys_cells: 31
  yosys-stat-area_um2: 205
  synth_area_um2: 205
  synthCells: 31
  ys_seq_share_pct: 0
  yosysWarnings: 4
critical_path:
  worstPathMaxFanout: 5
  cp-startpoint: "e[3]"
  worst-path-buf-inv: 4
  slowest_delay_ns: 0.48
  cp_cell_sequence: "clkdlybuf4s15_2 -> buf_6 -> buf_4 -> o22ai_2 -> clkdlybuf4s50_1"
  crit_slowest_cell: "clkdlybuf4s50_1"
  start_kind: "primary input"
  critPathArrivalTime_ns: 1.40
  criticalPathCategory: "in2out"
  critPathCaptureType: "primary output"
  critPathTopFamily: "buffers and inverters"
  required_ns: 1.44
pwr:
  power_density_nw_per_um2: 215
  leakage_nw: 0.211
  p_switching_w: 0.0000426
  pwr-share-seq_pct: 0
  power_frac_clock_pct: 0
  peakVddDrop_mv: 0.0367
  intPower_w: 0.0000579
  combPwrFrac_pct: 100.0
  p_sw_share_pct: 42.4
route:
  firstDrtPassIters: 2
  vias_per_cell: 3.29
  via_count: 319
  dr_wl_met3_um: 85
  met2WireLength_um: 355
  drc_errors: 0
  wl_per_cell_um: 8.95
  ant_nets: 0
  top_layer: "met3"
  diodes: 0
  drt_iter0_drc: 19
  wl_um: 868
  wl_met1_um: 427
floorplan:
  die_w_um: 80
  fp_util_pct: 6.01
  fp.coreArea_um2: 3420
  ios: 11
  chipArea_um2: 6400
  rows: 21
  die_y_um: 80
global_routing:
  grt_max_degree: 10
  grt_pass1_wl_mm: 1.32
  antenna_found_initial: 0
  grt_use_total_pct: 2.45
  overflow: 0
  grt_pass1_vias: 278
hold_path:
  hp-start: "e[0]"
  hold_class: "in2out"
final_timing:
  slew_viol_final: 0
  setup_slack_ns: 0.0407
  tightest_slew_ns: 0.272
  setup_tns_ns: 0
  hold_viol_final: 0
  setup_viol: 0
  hold_ws_ns: 1.14
  fmax_mhz: 568
  fin_crit_sh_pct: 97.7
  fin_crit_ns: 1.76
  slew_headroom_pct: 81.7
  rsz0062_at_grt: "no"
layout:
  regArea_um2: 0
  fin_util_pct: 13.7
  fill_cells: 401
  ff_count: 0
  layout-drive-gt1-share_pct: 54.9
  area_growth_pct: 128
  lay_top_count: "buf_4"
  lay_top_cells: "12 x buf_4, 4 x dlygate4sd2_1"
  nClkBuffers: 0
  mi_logic_area_um2: 208
placement:
  gp_congestion: 0.748
  place_hpwl_um: 633
  pre_cts_slack_ns: -0.481
  port-buffer-count: 11
run:
  maxCapViolCount: 0
  tool_warnings: 33
clock_tree:
  hold_buffers: 0
## metrics by stage
| stage | total power, W | cell area (um2) | instances |
|---|---|---|---|
| 2_1_floorplan | 0.0000389 | 205 | 31 |
| 3_3_place_gp | 0.0000941 | 417 | 94 |
| 3_5_place_dp | 0.0000946 | 417 | 94 |
| 4_1_cts | 0.000101 | 460 | 97 |
| 5_1_grt | 0.000111 | 468 | 97 |
| 6_report | 0.000100 | 468 | 97 |
## path summary, 6_finish.rpt
path  endpoint  slack [ns]  depth (start not counted)
max       m[4]        0.04                          5
min       m[0]        1.14                          4
## cells by family (layout without fill, tap and decap cells)
| group | Yosys count | count (layout) | synth area share, % |
|---|---|---|---|
| buf+inv | 6 | 26 | 17.1 |
| compound gates | 14 | 14 | 50.0 |
| xor+xnor | 1 | 1 | 4.27 |
| simple gates | 10 | 10 | 28.7 |
## cell usage after synthesis, drive strengths merged, types with 2 or more instances
cell,instances,share of area [%]
nor3,2,4.9
buf,3,12
o31ai,3,11
nand2b,2,9.8
a31oi,2,6.1
inv,3,5.5
o21ai,3,9.1
nand2,3,5.5
## final cells by class
class	instances	share of cell area [%]
well taps	46	12.3
repair buffers	23	40.9
inverters	3	2.41
multi-input cells	25	44.4
## per-layer routing
layer | vias to the layer above | GRT usage, %
met5 | - | 0
met4 | 0 | 0
met3 | 0 | 0.795
met2 | 8 | 3.53
met1 | 151 | 3.63
li1 | 160 | -
## what timing repair did
item / CTS / global route
pin swaps: 1 / 0
gates resized: 34 / 7
endpoints found under the setup margin: 7 / 3
hold endpoints to repair: 0 / 0
cloned: 1 / 0
setup buffers: 2 / 0
## power groups by stage
stage | Sequential (W) | Clock (W) | Combinational [W]
CTS | 0 | 0 | 0.000101
global route | 0 | 0 | 0.000111
finish | 0 | 0 | 0.000100
No activity file was given, so power comes from the tool's default toggle rates.
