==> design.v <==
module control(clk, touched, flag, collision, go, cur_state_out, bird_curr, wall_curr);
	input clk;
	input touched;
	input flag;
	input collision;
	input go;
	output [4:0] cur_state_out;
	output [3:0] bird_curr, wall_curr;
	reg [3:0] next, cur_par_state = 4'b0000;
	reg gogo;
	wire [4:0] bird_state_out, wall_state_out;
	always@(posedge clk)
	begin
		if (go == 1'b0) gogo <= 1'b1;
	end
	control_bird bird_controller(
		.clk(cur_par_state == 4'b0000),
		.flag(flag),
		.press_key(gogo),
		.touched(collision),
		.current_out(bird_state_out));
	control_wall wall_controller(
		.go(gogo),
		.touched(collision),
		.clk(cur_par_state == 4'b0001),
		.current_out(wall_state_out));
	always@(posedge clk)
        begin: state_table
        case(cur_par_state)
			4'b0000: begin
				cur_par_state <= 4'b0001;
			end
			4'b0001: begin 
				cur_par_state <= 4'b0000;
			end
        endcase
        end
	assign bird_curr = bird_state_out;
	assign wall_curr = wall_state_out;
	assign cur_state_out = cur_par_state == 4'b0000 ? bird_state_out : wall_state_out;
endmodule
module control_bird(clk, flag, press_key, touched, current_out);
        input clk;
        input press_key;
        input touched;
        input flag;  
        output [4:0] current_out;
        reg [3:0] next, afterDraw, current;
        localparam B_START = 5'b00000, B_RAISING = 5'b00001, B_FALLING = 5'b00010, B_STOP = 5'b00011, B_DRAW = 5'b00100, B_DEL = 5'b01111, B_UPDATE = 5'b01110, B_UPDATE_VY = 5'b01011; 
			reg [19:0]counter = 20'b00000000000000000000;
        always@(posedge clk)
        begin: state_table
                case(current)
                        B_START: begin
                                afterDraw <= press_key ? B_RAISING : B_START;
                                current <= B_DRAW;
                        end
                        B_RAISING: begin
                                if (touched) afterDraw <= B_STOP;
                                else afterDraw  <= flag ? B_FALLING : B_RAISING;
                                current <= B_DRAW;
                        end
                        B_FALLING: begin
                                if (touched) afterDraw <= B_STOP;
                                else begin 
										  afterDraw  <= press_key ? B_RAISING : B_FALLING;
										  end
                                current <= B_DRAW;
                        end
                        B_STOP: begin
									current <= B_START;
                        end
								B_DRAW: begin
									if(counter < 20'b00000000000010000000)
										counter = counter + 1'b1;
									else
									begin
										counter = 1'b0;
										current = B_DEL;
									end
								end
                        B_DEL: current <= B_UPDATE;
								B_UPDATE: current <= B_UPDATE_VY;
								B_UPDATE_VY: current <= afterDraw;
                        default current <= B_START;
                endcase
        end
	assign current_out = current;
endmodule
module control_wall(go, touched, clk, current_out);
    input go;
    input touched;
    input clk;
    output [4:0] current_out;
    localparam W_READY = 5'b00101, W_MOVE = 5'b00110, W_STOP = 5'b00111, W_DRAW = 5'b01000, W_DEL = 5'b01001, W_UPDATE = 5'b01010, W_DRAW_B = 5'b01101, W_DEL_B = 5'b01100;
    reg [3:0] afterDraw, current;
    reg [19:0]counter = 20'b00000000000000000000;
    always@(posedge clk)
    begin: state_table
        case(current)
            W_READY: begin
                afterDraw = go ? W_MOVE : W_READY;  
                current = W_DRAW;
            end
            W_MOVE : begin 
                afterDraw = touched ? W_STOP : W_MOVE;  
                current = W_DRAW;
            end
            W_STOP: begin
					current = W_READY;
            end
				W_DRAW: current = W_DEL;
            W_DEL: current = W_DRAW_B;
				W_DRAW_B: current = W_DEL_B;
				W_DEL_B: current = W_UPDATE;
				W_UPDATE: current =  afterDraw;
            default current = W_READY;
        endcase
    end
	 assign current_out = current;
endmodule
==> run.sh <==
#!/bin/bash
# OpenROAD 26Q1-2900-gdf79404cd8, Yosys 0.63+post, stock flow scripts
make -C /OpenROAD-flow-scripts/flow DESIGN_CONFIG=/design/flow/config.mk WORK_HOME=/design/flow/orfs finish
==> config.mk <==
export PLATFORM = sky130hd
export DESIGN_NAME = control
export DESIGN_NICKNAME = control
export VERILOG_FILES = /design/flow/design.v
export SDC_FILE = /design/flow/constraint.sdc
export NUM_CORES = 4
export LEC_CHECK = 1
export CORE_AREA = 10 10 107 107
export DIE_AREA = 0 0 117 117
==> constraint.sdc <==
current_design control

set clk_period 2.1
set clk_io_pct 0.2

create_clock -name clk0 -period $clk_period [get_ports {clk}]

set non_clock_inputs [all_inputs -no_clocks]
set_input_delay [expr $clk_period * $clk_io_pct] -clock clk0 $non_clock_inputs
set_output_delay [expr $clk_period * $clk_io_pct] -clock clk0 [all_outputs]
==> run_results.csv <==
group,metric,value,unit
logic_synthesis,ys_types,38,
power,cellLeakagePower,0.600,nW
die,die_y,117,µm
clock_tree,clk_latency,0,ps
worst_setup_path,end_kind,"primary output",
drt,antenna_cells,0,
min_path,hold_end,"cur_par_state[0]",
drt,wire_per_inst,9.09,µm
final_timing,rsz0062_at_grt,"no",
global_route,grt_pass1_vias,807,
global_route,grt_pass1_wl,3800,µm
worst_setup_path,critPathLaunchType,"flop",
worst_setup_path,path_buffers,1,
worst_setup_path,critPathKind,"reg2out",
global_route,grt_max_degree,28,
drt,avgViaCountPerCell,3.43,
final_timing,setup_viol,0,
global_route,grt_antenna_before_repair,0,
flow_run,warning_count,30,
drt,drtIter0Drc,39,
cells_and_area,area_growth,20.9,%
final_timing,skew,0,ps
cells_and_area,fill_cells,1015,
worst_setup_path,reg2reg_depth,1,
worst_setup_path,slowest_delay,470,ps
clock_tree,cts_hold_buf,0,
die,die-area,13700,µm²
worst_setup_path,worst_path_dominant_cell_family,"flip-flops",
die,pin_count,18,
logic_synthesis,yosysWarnings,3,
final_timing,max-slew-margin-rel,55.6,%
min_path,whs_path_depth,1,
final_timing,unclocked_regs,31,
power,p_per_area,18.0,nW/µm²
die,fp.coreArea,9200,µm²
worst_setup_path,rrSetupSlack,1000,ps
min_path,min_path_type,"reg2reg",
final_timing,finalCritPeriodShare,79.5,%
logic_synthesis,avgSynthCellArea,13.0,µm²
die,die_x,117,µm
worst_setup_path,cp.arrival,1250,ps
logic_synthesis,yosys-stat-cells,109,
cells_and_area,drive_gt1_share,7.63,%
flow_run,maxCapViolCount,0,
placed_design,io_buffers,14,
worst_setup_path,r2r-end,"cur_par_state[0]",
final_timing,min_period,1670,ps
drt,firstDrtPassIters,4,
logic_synthesis,ys_top_cells_by_area,"edfxtp_1 57%, dfxtp_1 7.1%, mux2_2 4.0%",
drt,antenna_left,0,
logic_synthesis,syn-cell-area,1420,µm²
worst_setup_path,crit_chain,"mux2_2 -> clkdlybuf4s50_1",
worst_setup_path,required,1680,ps
worst_setup_path,worstPathMaxFanout,10,
worst_setup_path,r2r-start,"cur_par_state[0]",
logic_synthesis,top_area_share,57.3,%
drt,routed-via-count,830,
die,rows,35,
die,initial_utilization,15.4,%
logic_synthesis,synth.yosys.seq_area_share,64.4,%
final_timing,hold_viol_final,0,
worst_setup_path,cp-startpoint,"cur_par_state[0]",
clock_tree,path_clk_slew,0,ps
logic_synthesis,yosys_register_bits,32,
final_timing,setup-tns-final,0,ps
placed_design,gp_congestion,0.793,
logic_synthesis,top_area_cell,"edfxtp_1",
final_timing,fmax,0.599,GHz
logic_synthesis,synth_chip_area,1420,µm²
drt,wl,2200,µm
clock_tree,post-cts-setup-buffer-count,0,
cells_and_area,fin_util,18.6,%
final_timing,maxSlewViolCount,0,
run_status,status,"finished clean",
final_timing,untimed_endpoints,54,
power,ir_drop,0.0000458,V
clock_tree,ctsResizeCount,0,
global_route,overflow,0,
global_route,grt.total_usage,3.24,%
placed_design,dp.final_hpwl,1650,µm
logic_synthesis,netlist_instances,109,
worst_setup_path,cp_slowest_cell,"dfxtp_1",
min_path,min_from,"cur_par_state[0]",
drt,drc_errors,0,
final_timing,tightest_slew,666,ps
[registers in the layout, indices dropped and copies added (netlist names)]
signal                     cells
bird_controller.counter       20
wall_controller.current        4
cur_par_state                  1
wall_controller.afterDraw      1
bird_controller.current        4
bird_controller.afterDraw      2
[worst max path at each step]
stage / to / slack [ps] / cells past startpoint
5_1_grt: cur_state_out[0] / 330 / 2
6_report: cur_state_out[0] / 430 / 2
4_1_cts: cur_state_out[1] / 420 / 2
[power by group]
part           internal, mW  leakage, nW  switching [mW]
Combinational       0.00353        0.334         0.00378
Sequential           0.0235        0.266               0
Clock                     0            0               0
Total                0.0270        0.600         0.00378
[per-layer routing]
layer  vias to the layer above  track usage, %  routed length (µm)
met5                         -               0                   0
met4                         0               0                   0
met3                         0           0.774                 136
met2                        18            5.21                 950
met1                       384            4.66                1110
li1                        428               -                   -
[cells in the final DEF (no fill, tap or decap), drive strengths merged, types with 2 or more instances in the layout]
cell type      count
nor2              10
nor4               2
inv                5
nand4              2
or3                3
a21oi              4
conb              13
dfxtp              5
nor2b              4
nand2              4
edfxtp            27
xor2               2
clkdlybuf4s50     14
xnor2              2
nor3               2
mux2               5
nand3              3
a21o               2
o21ai              7
[layout make-up]
class / instances / area (µm²) / share of cell area (%)
well taps: 111 / 139 / 8.12
flip-flops and latches: 32 / 911 / 53.3
repair buffers: 14 / 140 / 8.19
inverters: 5 / 18.8 / 1.10
multi-input cells: 80 / 502 / 29.3
[cell usage after synthesis]
cell / number
a22oi_1: 1
o21ba_1: 1
inv_1: 4
or4b_4: 1
nor3b_1: 1
buf_2: 2
nor3_1: 2
inv_2: 1
nand2b_1: 1
o21ai_0: 7
maj3_1: 1
a21o_1: 2
nand3b_1: 1
buf_6: 1
nand4_2: 1
and2_1: 1
conb_1: 1
o21a_1: 1
a21boi_0: 1
buf_4: 1
mux2_2: 5
a211oi_1: 1
a21oi_1: 4
edfxtp_1: 27
xor2_1: 2
o22ai_1: 1
nor2b_1: 4
xnor2_1: 2
nand2_1: 4
nand4_1: 1
mux2i_1: 1
nand3_1: 3
dfxtp_1: 5
nor4_2: 2
or3_1: 3
and3_1: 1
nor2_1: 10
ha_1: 1
[logic make-up (layout without fill, tap and decap cells)]
kind of cell / Yosys count / in the layout / share of synthesized area (%)
AND/OR/NAND/NOR: 36 / 36 / 15.0
adder cells (fa/ha/maj): 2 / 2 / 1.59
buffers and inverters: 9 / 19 / 3.36
AND-OR/OR-AND: 19 / 19 / 8.22
flip-flops: 32 / 32 / 64.4
multiplexers: 6 / 6 / 4.69
other: 1 / 13 / 0.265
XOR/XNOR: 4 / 4 / 2.48
[stage by stage]
stage / cell area, µm² / instances / hold slack (ps) / total power, mW / setup slack (ps)
floorplan: 1460 / 121 / 806 / 0.0270 / 909
global placement: 1710 / 242 / 1040 / 0.0308 / 430
detailed placement: 1710 / 242 / 1080 / 0.0310 / 426
CTS: 1710 / 242 / 1090 / 0.0310 / 415
global route: 1710 / 242 / 1190 / 0.0328 / 335
finish: 1710 / 242 / 1040 / 0.0308 / 430
Power figures rest on the tool's default switching activity, not on a simulated workload.
