--- design/flow/config.mk ---
export PLATFORM = sky130hd
export DESIGN_NAME = datapath
export DESIGN_NICKNAME = datapath
export VERILOG_FILES = /design/flow/design.v
export SDC_FILE = /design/flow/constraint.sdc
export NUM_CORES = 4
export LEC_CHECK = 1
export CORE_UTILIZATION = 50
--- design/flow/constraint.sdc ---
current_design datapath

set clk_period 5.7
set clk_io_pct 0.2

create_clock -name clk0 -period $clk_period [get_ports {clk}]

set non_clock_inputs [all_inputs -no_clocks]
set_input_delay [expr $clk_period * $clk_io_pct] -clock clk0 $non_clock_inputs
set_output_delay [expr $clk_period * $clk_io_pct] -clock clk0 [all_outputs]
--- design/flow/design.v ---
`timescale 1ns / 1ns  
module RateDivider(d, r, clock, Clear_b, ParLoad, Enable, pulse);
	input [27:0] d, r;
	input clock;
	input Clear_b;
	input ParLoad;
	input Enable;
	output pulse;
	reg [27:0] q;  
	always @(posedge clock)  
	begin
		if (Clear_b == 1'b0)  
		q <= 28'b0000000000000000000000000000;  
		else if (ParLoad == 1'b0 || q == 28'b0000000000000000000000000000)  
		q <= d;  
		else if (Enable == 1'b1)  
		q <= q - 1'b1;  
	end
	assign pulse = (q < r) ? 1 : 0;
endmodule
module check_touched(
	input [7:0] bird_xleft, bird_xright, bird_ytop, bird_ybottom, wall_xleft, wall_xright, wall_topy, wall_bottomy,
	output touched
);
	wire in_the_hole, touched_top_bottom;
	assign in_the_hole = (bird_xright >= wall_xleft) && (bird_xleft <= wall_xright);
	assign touched_top_bottom  = (bird_ytop <= wall_topy) || (bird_ybottom >= wall_bottomy);
	assign touched = in_the_hole && touched_top_bottom;
endmodule
module datapath(
		input clk,
		input [4:0] cur_state,
		input jump,
		output [7:0] x_out,
		output [7:0] y_out,
		output [7:0] colour_out,
		output [7:0] score_out,
		output collision,
		output finished_draw
	);
	localparam DRAW_BIRD = 5'b00100;
	localparam DEL_BIRD = 5'b01111;
	localparam UPDATE_BIRD_Y = 5'b10101;
	localparam DRAW_WALL_TOP = 5'b01101;
	localparam DEL_WALL_TOP = 5'b01100;
	localparam UPDATE_WALL = 5'b01010;
	localparam DRAW_WALL_BOT = 5'b01000;
	localparam DEL_WALL_BOT = 5'b01001; 
	localparam UPDATE_BIRD_VY = 5'b01011;
	localparam BIRD_W = 8'b00000100;
	localparam BIRD_LEFT_X = 8'b00001000;
	localparam BIRD_RIGHT_X = 8'b00001100;  
	localparam BIRD_COLOUR = 3'b010;
	localparam WALL_HEIGHT = 8'b01111000;
	localparam WALL_TOP_Y = 8'b00000000;
	localparam WALL_BOT_Y = 8'b01111000;  
	localparam HOLE_HEIGHT = 8'b00110010;  
	localparam WALL_W = 8'b00001010;  
	localparam WALL_COLOUR = 3'b100;
	localparam BLACK = 3'b000;
	wire [7:0] bird_top_y, bird_bot_y, wall_left_x, wall_right_x, wall_top_hole_y, wall_bot_hole_y, wall_top_h, wall_bot_h;
	wire [7:0] draw_x, draw_y, draw_w, draw_h, draw_x_out, draw_y_out;
	wire draw_enable;
	reg [7:0] score;
	reg reset;
	reg [4:0] prev_state, draw_reset;
	assign bird_bot_y = bird_top_y + BIRD_W;
	assign wall_right_x = wall_left_x + WALL_W > 8'b10100000 ? 8'b10100000 - wall_left_x : wall_left_x + WALL_W;
	assign wall_bot_hole_y = wall_top_hole_y + HOLE_HEIGHT;
	assign wall_top_h = wall_top_hole_y - WALL_TOP_Y;
	assign wall_bot_h = WALL_BOT_Y - wall_bot_hole_y;
	assign draw_x = cur_state == DRAW_WALL_TOP || cur_state == DRAW_WALL_BOT ? wall_left_x : 
						 cur_state == DEL_WALL_TOP || cur_state == DEL_WALL_BOT ? wall_right_x :
						 cur_state == DRAW_BIRD || cur_state == DEL_BIRD ? BIRD_LEFT_X : 
						 8'b00000000;  
	assign draw_y = cur_state == DRAW_WALL_BOT || cur_state == DEL_WALL_BOT ? wall_bot_hole_y : 
						 cur_state == DRAW_WALL_TOP || cur_state == DEL_WALL_TOP ? WALL_TOP_Y : 
						 cur_state == DRAW_BIRD || cur_state == DEL_BIRD ? bird_top_y : 
						 8'b00000000;  
	assign draw_w = cur_state == DRAW_WALL_TOP || cur_state == DRAW_WALL_BOT ? 1'b1 : 
						 cur_state == DEL_WALL_TOP || cur_state == DEL_WALL_BOT ? 2'b11 :
						 cur_state == DRAW_BIRD || cur_state == DEL_BIRD ? BIRD_W : 
						 8'b00000000;  
	assign draw_h = cur_state == DRAW_WALL_BOT || cur_state == DEL_WALL_BOT ? wall_bot_h : 
						 cur_state == DRAW_WALL_TOP || cur_state == DEL_WALL_TOP ? wall_top_h : 
						 cur_state == DRAW_BIRD || cur_state == DEL_BIRD ? BIRD_W : 
						 8'b00000000;  
	assign draw_enable = (cur_state == DRAW_WALL_TOP || cur_state == DRAW_WALL_BOT || cur_state == DEL_WALL_TOP || cur_state == DEL_WALL_BOT || cur_state == DRAW_BIRD || cur_state == DEL_BIRD) && draw_reset == 3'b100;
	assign x_out = prev_state == cur_state ? draw_x_out : 8'b00000000;
	assign y_out = prev_state == cur_state ? draw_y_out : 8'b00000000;
	assign colour_out = cur_state == DEL_WALL_TOP || cur_state == DEL_WALL_BOT || cur_state == DEL_BIRD ? BLACK : 
						 cur_state == DRAW_WALL_TOP || cur_state == DRAW_WALL_BOT ? 3'b010 : 
						 cur_state == DRAW_BIRD ? 3'b100 : 
						 3'b000;  
	always @(posedge clk)
	begin
		if(reset == 1'b0)
			reset <= 1'b1;
		if(prev_state != cur_state)
		begin
			draw_reset <= 3'b000;
			prev_state <= cur_state;
		end
		else if(draw_reset == 3'b011)
			draw_reset <= 3'b100;
		else if(draw_reset == 3'b010)
			draw_reset <= 3'b011;
		else if(draw_reset == 3'b001)
			draw_reset <= 3'b010;
		else if(draw_reset == 3'b000)
			draw_reset <= 3'b001;
	end
	datapath_bird db (
		.clk(clk),
		.jump(jump),
		.cur_state(cur_state),
		.collision(collision),
		.y_out(bird_top_y)
	);
	datapath_wall dw (
		.clk(clk), 
		.cur_state(cur_state),
		.x_out(wall_left_x),
		.collision(collision),
		.y_out(wall_top_hole_y),
		.score_out(score_out)
	);
	check_touched ct(
		.bird_xleft(BIRD_LEFT_X),  
		.bird_xright(BIRD_RIGHT_X),  
		.bird_ytop(bird_top_y),  
		.bird_ybottom(bird_bot_y),  
		.wall_xleft(wall_left_x),  
		.wall_xright(wall_right_x),  
		.wall_topy(wall_top_hole_y),  
		.wall_bottomy(wall_bot_hole_y),  
		.touched(collision)
	);
	draw_rect dr(
		.start_x(draw_x),
		.start_y(draw_y),
		.width(draw_w),
		.height(draw_h),
		.clk(clk),
		.enable(draw_enable),
		.x_out(draw_x_out),
		.y_out(draw_y_out),
		.finished_draw(finished_draw)
    	);
endmodule
module datapath_bird(input clk, input jump, input [4:0] cur_state, input collision, output [7:0] y_out);
	localparam BIRD_VY_SPEED = 8'b00000100;  
	localparam BIRD_VY_JUMP = 8'b00001010;  
	localparam GRAVITY = 8'b0000001000;
	localparam BIRD_Y_START = 8'b01000000;
	localparam BIRD_VY_START = 8'b00001000;
	localparam UPDATE_BIRD_Y = 5'b01110;
	localparam UPDATE_BIRD_VY = 5'b01011;
	reg [7:0] bird_vy = BIRD_VY_START; 
	reg [7:0] bird_y = BIRD_Y_START;
	reg raising = 1'b1, stopped = 1'b0;
	wire pulse_y, pulse_vy;
	RateDivider rd0(
		.d(20'b00000000111100000000),
		.r(28'b000000000000000000000000010),
		.clock(clk & cur_state == UPDATE_BIRD_Y),
		.Clear_b(1'b1),
		.ParLoad(1'b1),
		.Enable(1'b1),
		.pulse(pulse_y)
	);
	RateDivider rd1(
		.d(20'b00000000011111000000),
		.r(28'b000000000000000000000000010),
		.clock(clk & cur_state == UPDATE_BIRD_VY),
		.Clear_b(1'b1),
		.ParLoad(1'b1),
		.Enable(1'b1),
		.pulse(pulse_vy)
	);
	reg [20:0] counter = 1'b0;
	always @(posedge pulse_y)
	begin
		if(collision && counter == 1'b0)
			counter <= 1'b1;
		else if (counter > 1'b0 && counter < 10'b0001000000)
			counter <= counter + 1'b1;
		else if (counter >= 10'b0001000000)
		begin
			bird_y <= BIRD_Y_START;
			counter = 1'b0;
		end
		else if(raising && !stopped && bird_y >= bird_vy)
			bird_y <= bird_y - bird_vy; 
		else if(!raising && !stopped)
			bird_y <= bird_y + bird_vy;
	end
	always @(posedge pulse_vy)
	begin
		if(collision)
			bird_vy <= BIRD_VY_START;
		else if(!raising && jump)
		begin
			raising <= 1'b1;
			bird_vy <= 8'b00001000;
			stopped <= 1'b0;
		end
		else if(raising && bird_y < bird_vy) begin  
			bird_vy <= 1'b0;
			raising <= 1'b0;
		end
		else if(!raising && bird_y + bird_vy > 8'b01101100) begin  
			bird_vy <= 1'b0;
			stopped <= 1'b1;
		end
		else if (raising && bird_vy - 1'b1 > 1'b0) 
			bird_vy <= bird_vy - 3'b001;
		else if (raising && bird_vy - 1'b1 == 1'b0)
			raising <= 1'b0;
		else if (!raising)  
			bird_vy <= bird_vy + 1'b1;
	end
	assign y_out = bird_y;
endmodule
module datapath_wall(input clk, input [4:0] cur_state, output [7:0] x_out, input collision, output [7:0] y_out, output [7:0] score_out);
	localparam WALL_X_SPEED = 8'b00000001; 
	localparam WALL_HEIGHT = 8'b01111000; 
	localparam WALL_START = 1'b0; 
	localparam WALL_RESET = 8'b10100000; 
	localparam HOLE_Y = 8'b00100000;
	wire [7:0] wall_top_hole_y;
	reg [7:0] wall_x = WALL_RESET;
	reg [7:0] hole_y = HOLE_Y;  
	reg [7:0] score = 1'b0;
	localparam UPDATE_WALL = 5'b01010;
	wire pulse_x;
	RateDivider rd2(
		.d(20'b00100000000000000000),
		.r(28'b000000000000000000000000010),
		.clock(clk & cur_state == UPDATE_WALL),
		.Clear_b(1'b1),
		.ParLoad(1'b1),
		.Enable(1'b1),
		.pulse(pulse_x)
	);
	reg [20:0] counter = 1'b0;
	always @(posedge pulse_x)
	begin
		if(collision && counter == 1'b0)
			counter <= 1'b1;
		else if (counter > 1'b0 && counter < 10'b0001000000)
			counter <= counter + 1'b1;
		else if (counter >= 10'b0001000000)
		begin
			wall_x <= WALL_RESET;
			score <= 1'b0;
			counter = 1'b0;
		end
		else if(WALL_X_SPEED < wall_x)
			wall_x <= wall_x - WALL_X_SPEED;
		else
		begin
			wall_x <= WALL_RESET;
			hole_y <= 8'b00111100; 
			score <= score + 1'b1;
		end
  	end
	assign x_out = wall_x;
	assign y_out = hole_y; 
	assign score_out = score;
	wall_height_generator whg(
		.clk(pulse_x),
		.out(wall_top_hole_y)
	);
endmodule	
module draw_rect(
	input [7:0] start_x,
	input [7:0] start_y,
	input [7:0] width,
	input [7:0] height,
	input clk,
	input enable,
	output [7:0] x_out,
	output [7:0] y_out,
	output finished_draw
    );
	reg [7:0] draw_x, draw_y;
	reg finished_draw_reg;
	always @(posedge clk)
	begin
		if (enable == 1'b1 && !finished_draw_reg)
		begin
			if (draw_x < width - 1)
				draw_x = draw_x + 1;
			else if (draw_y < height - 1) 
			begin
				draw_x = 8'b0;
				draw_y = draw_y + 1;
			end
			else
				finished_draw_reg = 1'b1;
		end
		else if (enable == 1'b0)
		begin
			draw_x = 8'b00000000;
			draw_y = 8'b00000000;
			finished_draw_reg = 1'b0;
		end
	end
	assign x_out = start_x + draw_x;
	assign y_out = start_y + draw_y;
	assign finished_draw = finished_draw_reg;
endmodule
module wall_height_generator(clk, out);
    input clk;
	 output wire [7:0] out;
	 reg [7:0] random_number;
	 reg [3:0] current;
    localparam a = 4'b0000, b = 4'b0001, c = 4'b0010, d = 4'b0011, e = 4'b0100, f = 4'b0101, g = 4'b0110, h = 4'b0111, i = 4'b1000, j = 4'b1001, k = 4'b1010;
    always@(posedge clk)
    begin: state_table
        case(current)
            a: begin
                random_number = 8'b00110010;
                current = b;
            end
            b : begin 
                random_number = 8'b00111100;
                current = c;
            end
            c: begin
					random_number = 8'b00101000;
                current = d;
				end
				d: begin
				random_number = 8'b00000110;
                current = e;
				end
				e: begin
				random_number = 8'b00011110;
                current = f;
				end
				f: begin
				random_number = 8'b00010000;
                current = g;
				end
				g:begin
				random_number = 8'b00001010;
                current = h;
				end
				h:begin
				random_number = 8'b00011010;
                current = i;
				end
				i:begin
				random_number = 8'b00100100;
                current = j;
				end
				j:begin
				random_number = 8'b00000000;
                current = k;
				end
				k:begin
				random_number = 8'b00110111;
                current = a;
				end
        endcase
    end
	 assign out = random_number;
endmodule
--- design/flow/run.sh ---
#!/bin/bash
# OpenROAD 26Q1-2900-gdf79404cd8, Yosys 0.63+post, stock flow scripts
make -C /OpenROAD-flow-scripts/flow DESIGN_CONFIG=/design/flow/config.mk WORK_HOME=/design/flow/orfs finish
==> results_dict.tcl <==
# place-and-route summary
set metrics [dict create \
    ff_type "dfxtp_1" \
    first_iter_violations 326 \
    ios 41 \
    clkPwrFrac 0.669 \
    die_area_um2 21470 \
    cellLeakagePower_uw 0.005067 \
    core_um2 20360 \
    final_cells 1538 \
    warning_count 43 \
    overflow 0 \
    synth_flops 188 \
    setup_viol 0 \
    reg.largest.list "db.rd0.q (28), db.rd1.q (28), dw.rd2.q (28)" \
    yosys_warnings 6 \
    synth.avg_cell_area_um2 8.990 \
    crit_required_ps 4560 \
    synthToLayoutAreaGrowth_pct 17.01 \
    lay_top_count "nor2_1" \
    synth_cell_types 71 \
    p_per_area_nw_per_um2 76.34 \
    status "completed" \
    design_area_um2 12220 \
    drt_pass1_iterations 4 \
    edf_count 49 \
    yosys.stat.seqShare 0.4072 \
    unclocked_regs 77 \
    place_congestion 0.8645 \
    grt_use_total 0.2116 \
    fillers 1761 \
    n_antenna_cell 0 \
    p_int_uw 750.4 \
    grt_pass1_wl_mm 35.89 \
    pwr-share-seq 0.257 \
    yosysChipArea_um2 10450 \
    netlist_area_um2 10450 \
    peakVddDrop_mv 0.1669 \
    arrival_ps 4350 \
    drive_gt1_frac 0.06703 \
    critPathKind "in2out" \
    grt_pass1_vias 7630 \
    unconstrained_endpoints 84 \
    via_count 8073 \
    critical_path.endpoint_type "primary output" \
    worstSetupStartpointType "input pin" \
    slew_headroom 0.4459 \
    fp_util 0.5130 \
    period_needed_ps 5487 \
    clock_skew_ps 3.564 \
    lay_top_cells "nor2_1, dfxtp_1, xnor2_1, ha_1, nand2_1" \
    async_reset_ff_frac 0 \
    port_buffers 34 \
    dp_cells 1488 \
    cts_tree "yes" \
    path_max_fanout 11 \
    ant_nets 0 \
    tightest_slew_ps 823.5 \
    finalHoldViolCount 0 \
    slew_viol_final 0 \
    rsz0062_at_grt "false" \
    dp_hpwl_mm 15.09 \
    finalWirelength_mm 21.09 \
    flop_area_um2 4254 \
    combPwrFrac 0.074 \
    hold_class "in2gate" \
    synth_cells 1162 \
    die_w_um 146.5 \
    period_used_share 0.9626 \
    clock_latency_ps 1270 \
    dpl_cell_area_um2 11260 \
    synth_top_area_share 0.2664 \
    yosys-top-cells-area "dfxtp_1, edfxtp_1, ha_1" \
    yosysTopAreaCell "dfxtp_1" \
    die_h_um 146.5 \
    grt_antenna_before_repair 0 \
    cap_violations 0 \
    ys_cells 1162 \
    logic_area_um2 5928 \
    wire_per_inst_um 13.71 \
    vias_per_cell 5.249 \
    rows 52 \
    switchingPower_uw 182.6 \
    cts_setup_buffers 0 \
    drcViolationCount 0 \
    setup_tns_ps 0 \
    p_sw_frac 0.1957 \
    grt_max_degree 34 \
    max_clock_freq_mhz 182.3 \
]
worst max-delay path: stages:
cell	delay, ps
clkdlybuf4s50_1	450
buf_4	200
xnor2_1	330
nor3_1	80
a31oi_1	160
a21oi_1	110
ha_1	270
a21o_1	180
a21o_1	190
a21o_1	180
a21oi_1	210
o21ai_0	150
xnor2_1	140
nor2_1	90
clkdlybuf4s50_1	460
power by group through the flow:
stage | Clock (uW) | Combinational [uW] | Sequential [uW]
finish | 624 | 68.9 | 240
CTS | 638 | 69.0 | 240
global route | 652 | 76.7 | 240
metrics by stage:
step | worst slack [ps] | util | hold WS [ps] | total power, uW
floorplan | 1042 | - | -1561 | 285.1
global placement | 170.7 | 0.5531 | -1144 | 305.3
detailed placement | 171.7 | 0.5531 | -1126 | 306.2
CTS | 149.9 | 0.5998 | 27.07 | 946.6
global route | 0.4254 | 0.6002 | 64.03 | 968.2
finish | 213.3 | 0.6002 | 33.97 | 933.0
cells in the mapped netlist (4+ instances only):
library cell  count
nand2_1          69
dfxtp_1         139
nand2b_1         18
fa_1              4
o41ai_1           6
buf_4             8
nor3_1           46
xor2_1           54
xnor2_1          75
nand3b_1          6
and2_1            7
nand4_1           7
o21bai_1          5
a21oi_1          51
and3_1           11
nor3b_1           4
or3_1            19
a211oi_1          6
o21ai_0          37
edfxtp_1         49
nor2b_1          21
nor4_1           29
inv_1            60
nor2_1          175
nand3_1          44
o31ai_1           8
o21a_1            6
a31oi_1           7
or2_2             7
a21o_1           17
or4_1            10
clkbuf_1         22
o211ai_1          5
ha_1             72
layer usage:
layer	track usage	wire (um)	share of wire	up-vias
met5	0	0	0	-
met4	0.03177	238	0.011	0
li1	-	-	-	4209
met1	0.3409	10740	0.51	3710
met3	0.04554	969	0.046	20
met2	0.3100	9139	0.43	134
worst paths after layout:
kind                                     from            end  slack [ps]  cells past startpoint
worst max-delay path             cur_state[0]       x_out[7]         210                     15
worst min-delay path             cur_state[3]     clock gate          30                      6
worst max register to register    db.rd1.q[4]   db.rd1.q[17]        2730                      8
worst min register to register  draw_reset[0]  draw_reset[3]         420                      2
max in group gated               cur_state[2]     clock gate        1180                      7
min in group clk0               draw_reset[0]  draw_reset[3]         420                      2
what timing repair did:
item / CTS / global route
endpoints found under the setup margin: 0 / 4
hold endpoints to repair: 9 / 0
hold buffers: 18 / 0
resized: 0 / 3
layout make-up:
cell class | count | area share
Multi-Input combinational cell | 910 | 0.4850
Clock buffer | 28 | 0.05732
Timing Repair Buffer | 76 | 0.05732
Clock inverter | 4 | 0.005630
Tap cell | 270 | 0.02764
Sequential cell | 188 | 0.3480
Inverter | 62 | 0.01904
kinds of logic after synthesis:
| group | after synthesis | synth area share |
|---|---|---|
| AND-OR/OR-AND | 177 | 0.1126 |
| XOR/XNOR | 132 | 0.1139 |
| adder cells (fa/ha/maj) | 76 | 0.09390 |
| buffers and inverters | 97 | 0.03869 |
| flip-flops | 188 | 0.4072 |
| multiplexers | 6 | 0.006108 |
| other | 2 | 0.0007189 |
| AND/OR/NAND/NOR | 484 | 0.2269 |
Power and IR drop assume default switching activity.
